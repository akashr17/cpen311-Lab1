<file path="design/flow/config.mk">
export PLATFORM = sky130hd
export DESIGN_NAME = my_clock_divider
export DESIGN_NICKNAME = my_clock_divider
export VERILOG_FILES = /design/flow/design.v
export SDC_FILE = /design/flow/constraint.sdc
export NUM_CORES = 4
export LEC_CHECK = 1
export CORE_UTILIZATION = 40
</file>
<file path="design/flow/constraint.sdc">
current_design my_clock_divider

set clk_period 18.3
set clk_io_pct 0.2

create_clock -name clk0 -period $clk_period [get_ports {inclk}]

set non_clock_inputs [all_inputs -no_clocks]
set_input_delay [expr $clk_period * $clk_io_pct] -clock clk0 $non_clock_inputs
set_output_delay [expr $clk_period * $clk_io_pct] -clock clk0 [all_outputs]
</file>
<file path="design/flow/design.v">
module my_clock_divider (inclk,outclk,clk_count_to);
	input inclk;
	input [31:0] clk_count_to;
	output reg outclk=0;
	reg [31:0] count;
always @(posedge inclk) begin
	if(count<(clk_count_to-1))   
	count = count+1;
	else begin   
	outclk=!outclk;   
	count =0;    
	end
end
endmodule
</file>
<file path="design/flow/run.sh">
#!/bin/bash
# OpenROAD 26Q1-2900-gdf79404cd8, Yosys 0.63+post, stock flow scripts
make -C /OpenROAD-flow-scripts/flow DESIGN_CONFIG=/design/flow/config.mk WORK_HOME=/design/flow/orfs finish
</file>
==> qor.yml <==
synth:
  seq_area_frac_synth: 0.247
  enable_flop_cells: 1
  ys_async_sr_fraction: 0
  top_cell_area_share: 0.236
  yosysWarnings: 1
  ys_area_um2: 2720
  synth_flops: 33
  synth-cells-yosys: 333
  synth_cell_types: 39
  dominantRegCellSynth: "dfxtp_1"
  netlist_area_um2: 2720
  netlist_instances: 333
  top_area_cell: "dfxtp_1"
  topCellsByArea: "dfxtp_1 24%, ha_1 15%, xnor2_1 13%, nor3_1 9.2%, xor2_1 6.1%"
  avgSynthCellArea_um2: 8.16
min_path:
  min_path_type: "reg -> reg"
  whs_path_depth: 1
  hold_start: "count[0]$_SDFF_PP0_"
  min_to: "count[0]$_SDFF_PP0_"
clock_network:
  clkLatencyLatePin_ns: 0.28
  cts_htree_levels: 2
  cts_tree: "built"
  root_buffer: "clkbuf_8"
  clock_sinks: 33
  cts_buffers: 5
  cts_setup_buffers: 0
  hold_buffers: 0
  path_clk_slew_ns: 0.07
  cts_resized: 0
  clk_path_buf_depth: 2
timing:
  max_slew_margin: 0.351
  skew_ns: 0.00462
  setup_viol: 0
  tightest_slew_ns: 0.974
  hold_viol: 0
  fin_tns_setup_ns: 0
  rsz0062_at_grt: "false"
  drv_slew: 0
  fmax_ghz: 0.125
  finalCritPeriodShare: 0.436
  period_needed_ns: 7.98
run_status:
  status: "finished clean"
placed_design:
  dpl.hpwl_mm: 4.70
  port_buffers: 33
  gp_congestion: 0.844
layout:
  drive_above_1_share: 0.0574
  syn_to_final_growth_pct: 19.2
  seq_area_um2: 671
  comb_area_um2: 1990
  fillers: 604
global_route:
  grt_use_total: 0.187
  grt_pass1_wl_mm: 10.7
  grt_pass1_vias: 2229
  grt_max_degree: 18
  antenna_found_initial: 0
  gr-total-overflow: 0
critical_path:
  path_class: "in -> reg"
  required_ns: 18.31
  r2r_cells: 7
  arrival_ns: 7.99
  endpoint_kind: "register"
  r2r_start: "count[15]$_SDFF_PP0_"
  reg2reg_to: "outclk$_DFFE_PP_"
  r2r_slack_ns: 15.35
  cp_max_fo: 17
  start_kind: "primary input"
power_and_ir_drop:
  ir_drop_mv: 0.0388
  powerDensity_nw_per_um2: 76.4
  total_power_mw: 0.248
  p_leak_nw: 1.18
routing:
  drc: 0
  wirelength_mm: 6.02
  ant_nets: 0
  antenna_cells_inserted: 0
  drt_iter0_markers: 81
  post_drt_wl_per_cell_um: 13.6
  vias: 2366
  vias_per_cell: 5.34
  drtPass1Iterations: 20
flow_run:
  tool_warnings: 25
  cap_viol_max_count: 0
die:
  chipArea_um2: 7130
  num_rows: 29
  die_y_um: 84.4
  fp_util: 0.421
  die_w_um: 84.4
  core_area_um2: 6460
  ioPinCount: 34
==> metal layers <==
layer | part of all wire | GRT usage
met4 | 0.012 | 0.0247
met5 | 0 | 0
met3 | 0.027 | 0.0289
met1 | 0.51 | 0.288
met2 | 0.45 | 0.289
==> critical path, cell delays in order <==
cell and delay, ns:
clkdlybuf4s50_1 0.44, inv_1 0.08, ha_1 0.21, nor4b_1 0.68, nand4_1 0.36, or3_1 0.41, xor2_1 0.16, ha_1 0.27
nand2_1 0.06, nor2_1 0.15, nand2_1 0.11, a2111oi_4 0.89, buf_4 0.36, or2_2 0.14
==> flip-flops by register name (all words and copies together) (netlist names) <==
signal  cells
count      32
outclk      1
==> final cells by class <==
| class | count | area share |
|---|---|---|
| Sequential cell | 33 | 0.207 |
| Clock inverter | 1 | 0.00154 |
| Multi-Input combinational cell | 280 | 0.614 |
| Timing Repair Buffer | 35 | 0.107 |
| Tap cell | 77 | 0.0297 |
| Clock buffer | 7 | 0.0297 |
| Inverter | 10 | 0.0116 |
==> report_power, final <==
| part | total, mW | leakage [nW] | internal [mW] | switching [mW] |
|---|---|---|---|---|
| Clock | 0.0601 | 0.0542 | 0.0340 | 0.0262 |
| Sequential | 0.109 | 0.271 | 0.0889 | 0.0200 |
| Combinational | 0.0786 | 0.856 | 0.0395 | 0.0391 |
==> logic make-up (layout without fill, tap and decap cells) <==
| kind of cell | Yosys count | in the layout | share of synthesized area |
|---|---|---|---|
| compound gates | 31 | 31 | 0.0672 |
| xor+xnor | 59 | 59 | 0.190 |
| fa+ha+maj | 33 | 33 | 0.152 |
| buf+inv | 20 | 53 | 0.0276 |
| flops | 33 | 33 | 0.247 |
| simple gates | 157 | 157 | 0.317 |
==> cell usage after synthesis (2+ instances only) <==
cell,instances
xnor2_1,40
or2_2,2
o21ai_0,8
nand4_1,10
nor4_1,10
nor3_1,50
clkbuf_1,10
or3_1,7
xor2_1,19
nand4_2,2
and3_1,4
a22oi_1,2
nor2_1,19
inv_1,10
a21o_1,2
nand2b_1,2
dfxtp_1,32
and4_1,4
ha_1,33
nand2_1,27
and2_1,2
a21oi_1,14
nand3_1,8
==> stage by stage <==
step	setup slack, ns	std cells	hold slack (ns)	utilization	instance area, um2
detailed placement	10.07	435	0.494	0.486	3140
global placement	10.19	435	0.488	0.486	3140
CTS	10.36	443	0.502	0.502	3240
floorplan	11.69	333	0.442	-	2720
global route	10.02	443	0.546	0.502	3240
finish	10.32	443	0.497	0.502	3240
==> how the worst max path moves through the flow <==
stage / start / end / slack (ns)
4_1_cts: clk_count_to[0] / outclk$_DFFE_PP_ / 10.36
5_1_grt: clk_count_to[0] / outclk$_DFFE_PP_ / 10.02
6_report: clk_count_to[0] / outclk$_DFFE_PP_ / 10.32
==> cells in the final DEF (no fill, tap or decap), types with 2 or more instances in the layout <==
cell type	synthesis	layout
nand4_1	10	10
clkdlybuf4s50_1	0	33
a21o_1	2	2
nand3_1	8	8
or3_1	7	7
ha_1	33	33
inv_1	10	10
and3_1	4	4
a22oi_1	2	2
o21ai_0	8	8
clkbuf_8	0	7
buf_4	0	2
nand2_1	27	27
and2_1	2	2
nor2_1	19	19
xor2_1	19	19
nand2b_1	2	2
or2_2	2	2
and4_1	4	4
nor4_1	10	10
a21oi_1	14	14
xnor2_1	40	40
nor3_1	50	50
nand4_2	2	2
dfxtp_1	32	32
Power is estimated from default activity; no workload was simulated.
